--- /design/flow/design.v ---
`timescale 1ns / 1ps
module Instruction_Mem(Addr,Out);
input [5:0]Addr;
output reg [15:0]Out;
reg [15:0] Memory [15:0];
initial begin
Memory[0] = 16'b0110_0001_0001_0000;  
Memory[1] = 16'b0110_0010_0010_0000;  
Memory[2] = 16'b0110_0111_0010_0000;  
Memory[3] = 16'b0000_0000_0000_0011;  
Memory[4] = 16'b0000_0010_0011_0100;  
Memory[5] = 16'b0000_0001_0001_0101;  
Memory[6] = 16'b0000_0010_0110_0111;  
Memory[7] = 16'b0111_0101_0011_0000;  
Memory[8] = 16'b0101_0010_0011_0101;  
end
initial begin
Out = Memory[Addr];
end
endmodule
--- /design/flow/run.sh ---
#!/bin/bash
# OpenROAD 26Q1-2900-gdf79404cd8, Yosys 0.63+post, stock flow scripts
make -C /OpenROAD-flow-scripts/flow DESIGN_CONFIG=/design/flow/config.mk WORK_HOME=/design/flow/orfs finish
--- /design/flow/config.mk ---
export PLATFORM = sky130hd
export DESIGN_NAME = Instruction_Mem
export DESIGN_NICKNAME = Instruction_Mem
export VERILOG_FILES = /design/flow/design.v
export SDC_FILE = /design/flow/constraint.sdc
export NUM_CORES = 4
export LEC_CHECK = 1
export CORE_AREA = 10 10 70 70
export DIE_AREA = 0 0 80 80
--- /design/flow/constraint.sdc ---
current_design Instruction_Mem

set clk_period 1.0
set clk_io_pct 0.2

create_clock -name clk0 -period $clk_period

set non_clock_inputs [all_inputs -no_clocks]
set_input_delay [expr $clk_period * $clk_io_pct] -clock clk0 $non_clock_inputs
set_output_delay [expr $clk_period * $clk_io_pct] -clock clk0 [all_outputs]
==> impl_metrics.toml <==
# generated from flow reports
[outcome]
status = "complete, but fails checks"
violations = "negative setup slack"

[routing]
wl_per_cell_microns = 10.3
highest-signal-layer = "met3"
wl_met3_microns = 124
n_antenna_cell = 0
post-route-drc-count = 0
dr.pass1.iters = 2
dr_wl_met2_microns = 493
met1Wirelength_microns = 448
via_count = 297
wirelength_mm = 1.07
drt-initial-drc-count = 9
avgViaCountPerCell = 2.86
ant_nets = 0

[pwr]
swShare_pct = 39.7
pwr-share-comb_pct = 100.0
power_frac_clock_pct = 0
p_per_area_nw_per_um2 = 355
p_switching_w = 0.0000828
power_leakage_nw = 0.276
p_int_w = 0.000126
max-vdd-ir-drop_mv = 0.0589
sequentialPowerShare_pct = 0

[setup_path]
arrival_ns = 0.97
critPathTopFamily = "buffers and inverters"
cpMaxStageDelayCell = "ha_4"
path_cells = "buf_12 > inv_6 > ha_4 > inv_2 > a211o_1 > buf_2"
start_kind = "primary input"
worstSetupEndpointType = "primary output"
crit_type = "in -> out"
startpoint = "Addr[0]"
cp_max_fo = 3
path_buffers = 4
critical_path_required_ns = 0.80
max_stage_delay_ns = 0.26

[yosys]
synthXorXnorAreaFrac_pct = 0
ys_sh_aoi_pct = 19.0
largest_area_cell = "ha_1"
synthDistinctLibCells = 17
yosysSeqAreaShare_pct = 0
adder_share_pct = 24.4
ys_sh_simple_pct = 24.9
yosys_warnings = 1
logic_family = "simple AND/OR/NAND/NOR gates"
avgSynthCellArea_sq_um = 6.93
postSynthCellCount = 37
top_area_share_pct = 24.4
yosys-stat-cells = 37
yosys-stat-area_sq_um = 256
synth.cell_area_sq_um = 256
mux_share_pct = 7.80
synth.area.top_cells = "ha_1, buf_4, a21o_1"

[place]
dp_hpwl_microns = 720
pre_cts_slack_ns = -1.03
place.gp.congestion = 0.720
dp.cells = 101
io_buffers = 16

[global_route]
grt_max_degree = 7
gr-total-overflow = 0
grt_pass1_vias = 294
antenna_found_initial = 0
grt_pass1_wl_mm = 1.59
grt_usage_pct = 3.00

[floorplanning]
die_y_microns = 80
rows = 21
dieArea_sq_um = 6400
core_area_sq_um = 3420
initial_core_util_pct = 7.51
dieWidth_microns = 80
pin_count = 22

[cells_and_area]
final_cells = 104
area_growth_pct = 129
drive_above_1_share_pct = 62.1
clockBufferCount = 0
seq_cells = 0
utilization_pct = 17.2
seqCellArea_sq_um = 0

[min_path]
min_path_type = "in -> out"
min_path_cells = 3
holdPathEnd = "Out[0]"
min_from = "Addr[2]"

[sta]
slew_viol_final = 0
finalHoldViolations = 0
fmax_mhz = 853
fin_ws_ns = -0.173
holdWs_ns = 0.697
rsz0062_at_grt = "true"
finalSetupViolCount = 10
min_period_ns = 1.17
fin_crit_sh_pct = 117

[run]
tool_warnings = 39
cap_violations = 0

[clocking]
postCtsHoldBufs = 0
-- placed cells by master (no fill, tap or decap), types with 2 or more instances in the layout --
| cell type | netlist | routed |
|---|---|---|
| buf_4 | 5 | 2 |
| nand2b_1 | 3 | 2 |
| buf_2 | 1 | 10 |
| buf_12 | 0 | 2 |
| inv_1 | 4 | 2 |
| buf_6 | 0 | 6 |
| clkbuf_2 | 0 | 2 |
| buf_8 | 0 | 2 |
| a21o_1 | 3 | 3 |
| mux2i_1 | 2 | 2 |
| conb_1 | 1 | 4 |
| ha_4 | 0 | 4 |
| nor2_1 | 3 | 2 |
-- final cells by class --
cell class	instances	area, sq um
Fill cell	378	2830
Inverter	4	20.0
Timing Repair Buffer	24	213
Tap cell	46	57.6
Multi-Input combinational cell	30	298
-- power by group through the flow --
stage | combinational [W] | sequential (W) | clock (W)
6_report | 0.000208 | 0 | 0
5_1_grt | 0.000233 | 0 | 0
4_1_cts | 0.000197 | 0 | 0
-- per-layer routing --
layer  GRT usage (%)  vias to the layer above
li1                -                      154
met1            3.56                      132
met2            5.14                       11
met3            1.36                        0
met4               0                        0
met5               0                        -
-- how the worst max path moves through the flow --
stage / endpoint / slack, ns / cells after the start
4_1_cts: Out[5] / -0.18 / 6
5_1_grt: Out[5] / -0.21 / 6
6_report: Out[0] / -0.17 / 6
-- through the flow --
stage          TNS (ns)  power [W]  cell area (sq um)
5_1_grt           -1.29   0.000233                588
4_1_cts           -1.07   0.000197                568
3_5_place_dp     -11.09   0.000165                480
6_report         -0.853   0.000208                588
2_1_floorplan         0  0.0000674                268
3_3_place_gp     -11.00   0.000165                480
-- kinds of logic after synthesis --
logic type,after synthesis
AND-OR/OR-AND,7
adder cells (fa/ha/maj),5
buffers and inverters,10
multiplexers,2
other,1
AND/OR/NAND/NOR,12
-- cells in the mapped netlist (all sizes together) --
master / count
nor2b: 3
nor3: 1
a21oi: 1
conb: 1
nand2b: 3
buf: 6
a21o: 3
inv: 4
ha: 5
nand2: 1
a211o: 1
o21ai: 1
nor2: 3
or2: 1
mux2i: 2
o21bai: 1
-- timing repair --
action,CTS,global route
buffers inserted,2,0
pin swaps,8,5
cloned,1,0
resized,85,10
endpoints found under the setup margin,12,12
Power and IR drop assume default switching activity.
