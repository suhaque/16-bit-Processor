--- design/flow/design.v ---
`timescale 1ns / 1ps
module Data_Memory(Clk, MemWrite, Addr, In, Out);
input Clk, MemWrite;
input [3:0] Addr;
input [15:0]In;
output [15:0]Out;
reg [15:0]Memory[15:0];
initial begin
Memory[0] = 16'h0000;  
Memory[1] = 16'h0001;  
Memory[2] = 16'h0080;  
Memory[3] = 16'h0092;  
end
always @(posedge Clk)
begin
if(MemWrite)
begin
Memory[Addr] = In;
end
end
assign Out = Memory[Addr];
endmodule
--- design/flow/run.sh ---
#!/bin/bash
# OpenROAD 26Q1-2900-gdf79404cd8, Yosys 0.63+post, stock flow scripts
make -C /OpenROAD-flow-scripts/flow DESIGN_CONFIG=/design/flow/config.mk WORK_HOME=/design/flow/orfs finish
--- design/flow/config.mk ---
export PLATFORM = sky130hd
export DESIGN_NAME = Data_Memory
export DESIGN_NICKNAME = Data_Memory
export VERILOG_FILES = /design/flow/design.v
export SDC_FILE = /design/flow/constraint.sdc
export NUM_CORES = 4
export LEC_CHECK = 1
export CORE_UTILIZATION = 40
--- design/flow/constraint.sdc ---
current_design Data_Memory

set clk_period 3.3
set clk_io_pct 0.2

create_clock -name clk0 -period $clk_period [get_ports {Clk}]

set non_clock_inputs [all_inputs -no_clocks]
set_input_delay [expr $clk_period * $clk_io_pct] -clock clk0 $non_clock_inputs
set_output_delay [expr $clk_period * $clk_io_pct] -clock clk0 [all_outputs]
==> impl_metrics.csv <==
group,metric,value,unit
pwr,power.density,585,mW/mm^2
clock_network,cts_resized,0,
cells_and_area,largest_reg_flops,256,
synthesis,yosys_warnings,1,
pwr,seqPwrFrac,53.7,%
job,warnings,25,
cells_and_area,postLayoutCellArea,0.0117,sq mm
timing,hold_violations,0,
global_route,grt-ovfl-total,0,
timing,relSlewSlack,61.2,%
synthesis,synthesis.area,0.00970,sq mm
routing,n_antenna_cell,0,
pwr,peakVddDrop,0.390,mV
placed_design,port_buffers,37,
timing,period_used_share,95.4,%
status,status,"finished clean",
die,die_y,158,microns
global_route,grt_max_degree,49,
timing,worst_pin_slew,0.581,ns
routing,drc,0,
routing,viasPerCell,5.44,
pwr,pwr-share-comb,5.7,%
cells_and_area,postLayoutCoreUtil,49.4,%
placed_design,detailed_place.area,0.0108,sq mm
worst_setup_path,start_kind,"input pin",
placed_design,dpl.hpwl,12100,microns
routing,drt_iter0_drc,253,
clock_network,cts.clk_slew.worst_paths,0.06,ns
synthesis,yosys_area,0.00970,sq mm
worst_setup_path,critPathSlowestCell,"clkdlybuf4s50_1",
placed_design,gp_congestion,0.831,
die,initCoreUtil,41.1,%
die,coreArea,0.0236,sq mm
clock_network,cts_tree,"built",
hold_path,worstHoldPathType,"in2reg",
global_route,grt_pass1_vias,5162,
clock_network,numCtsBuffers,25,
cells_and_area,drive_above_1_share,31.8,%
pwr,switchingPower,0.00135,W
synthesis,ys_cells,418,
synthesis,synth.avg_cell_area,23.2,sq um
synthesis,yosysSeqAreaShare,79.2,%
die,die_w,158,microns
pwr,power_leakage,3.71,nW
cells_and_area,comb_area,0.00194,sq mm
worst_setup_path,cp_max_fo,8,
routing,wl_per_cell,23.8,microns
clock_network,cts.sinks,256,
routing,num_vias,4577,
pwr,internal-power,0.00546,W
synthesis,yosysUniqueCellTypes,17,
synthesis,yosys_register_bits,256,
die,dieArea,0.0249,sq mm
global_route,track_usage,19.1,%
timing,fin_setup_tns,0,ns
cells_and_area,seq_area,0.00769,sq mm
worst_setup_path,max_stage_delay,0.60,ns
global_route,antenna_found_initial,0,
worst_setup_path,criticalPathCategory,"in2out",
routing,ant_nets,0,
cells_and_area,fillers,1865,
worst_setup_path,critical_path_arrival,2.49,ns
worst_setup_path,required,2.64,ns
job,cap_violations,0,
clock_network,clock-root-buffer,"clkbuf_16",
timing,fmax,0.318,GHz
pwr,clock_power_share,40.6,%
timing,fin_crit,3.15,ns
clock_network,cts_setup_buffers,0,
worst_setup_path,crit_path_frequent_cell,"clkdlybuf4s50_1",
timing,drv_slew,0,
routing,first_pass_iters,4,
worst_setup_path,crit_chain,"clkdlybuf4s50_1, and2_1, buf_4, a22oi_1, nand2_1, clkdlybuf4s50_1",
pwr,switching_share,19.8,%
synthesis,synthCells,418,
timing,fin_ws,0.153,ns
die,std_cell_rows,56,
cells_and_area,syn2layout_area_growth,20.1,%
clock_network,clk_path_buf_depth,3,
routing,wirelength,20100,microns
worst_setup_path,cp-end-kind,"output pin",
global_route,grt_pass1_wl,30300,microns
timing,setup_viol,0,
clock_network,hold_buffers,0,
worst_setup_path,critPathLaunch,"Addr[2]",
placed_design,dp_slack,0.120,ns
worst_setup_path,cp-endpoint,"Out[15]",
clock_network,h-tree-depth,1,
die,boundaryPins,38,
timing,rsz0062_at_grt,"no",
## synthesized netlist by cell type (all sizes together)
library cell    n  area share [%]
buf             9            0.84
nand2          17            0.66
nor2b           2            0.13
a22oi          32             2.5
nor2           13            0.50
nor3            4            0.21
edfxtp        256              79
and2            1           0.065
nand2b          2            0.13
clkbuf         14            0.54
nand3           1           0.052
nand3b          2            0.15
or3b            1           0.090
mux4           64              15
## final cells by class
class                   count  share of cell area [%]
flip-flops and latches    256                    65.9
multi-input cells         139                    16.6
repair buffers             82                    7.08
clock buffers              26                    5.40
well taps                 319                    3.42
clock inverters            19                    1.53
## placed cells by master (no fill, tap or decap)
cell type / count
clkdlybuf4s50_1: 35
and2_1: 1
nor3_2: 4
clkinvlp_4: 2
clkbuf_16: 25
buf_12: 10
nand3b_1: 2
a22oi_1: 32
nor2b_2: 2
or3b_2: 1
bufinv_16: 3
edfxtp_1: 256
inv_6: 1
mux4_1: 2
nand2_1: 17
nor2_1: 1
clkbuf_1: 1
mux4_2: 62
nand3_1: 1
clkinv_4: 2
clkinv_1: 6
nor2_2: 12
buf_2: 1
nand2b_1: 2
clkinv_2: 5
buf_4: 36
## how the worst min path moves through the flow
| stage | depth (start not counted) | endpoint | slack, ns | startpoint |
|---|---|---|---|---|
| after CTS | 3 | Memory[4][14] | 0.88 | Addr[1] |
| final | 3 | Memory[4][14] | 0.88 | Addr[1] |
| after global routing | 3 | Memory[4][14] | 0.91 | Addr[1] |
## metrics by stage
stage	instances	total power, W	hold slack [ns]
after CTS	841	0.00687	0.876
final	841	0.00681	0.880
after detailed placement	796	0.00412	1.42
after floorplan	418	0.00391	0.759
after global routing	841	0.00703	0.913
after global placement	796	0.00412	1.40
## critical path, delay by kind of cell
| kind | cells | cell delay [ns] |
|---|---|---|
| AND-OR/OR-AND | 1 | 0.08 |
| buffers and inverters | 3 | 1.32 |
| AND/OR/NAND/NOR | 2 | 0.41 |
## layer usage
layer | track usage [%] | part of all wire [%]
met5 | 1.45 | 0
met4 | 3.24 | 2.1
met1 | 25.4 | 35
met3 | 13.5 | 16
met2 | 27.9 | 48
## cells by family after synthesis
group | count (synthesis) | share of synthesized area [%]
and+or+nand+nor | 43 | 1.99
AOI/OAI and AO/OA | 32 | 2.48
buffers and inverters | 23 | 1.38
muxes | 64 | 14.9
DFF | 256 | 79.2
## power by group through the flow
stage | clock network, W | registers, W | logic (W)
CTS | 0.00282 | 0.00366 | 0.000399
global route | 0.00294 | 0.00366 | 0.000427
finish | 0.00276 | 0.00366 | 0.000391
Power figures rest on the tool's default switching activity, not on a simulated workload.
