[./run.sh]
#!/bin/bash
# OpenROAD 26Q1-2900-gdf79404cd8, Yosys 0.63+post, stock flow scripts
make -C /OpenROAD-flow-scripts/flow DESIGN_CONFIG=/design/flow/config.mk WORK_HOME=/design/flow/orfs finish
[./config.mk]
export PLATFORM = sky130hd
export DESIGN_NAME = BNE
export DESIGN_NICKNAME = BNE
export VERILOG_FILES = /design/flow/design.v
export SDC_FILE = /design/flow/constraint.sdc
export NUM_CORES = 4
export LEC_CHECK = 1
export CORE_AREA = 10 10 72 72
export DIE_AREA = 0 0 82 82
[./constraint.sdc]
current_design BNE

set clk_period 12.6
set clk_io_pct 0.2

create_clock -name clk0 -period $clk_period

set non_clock_inputs [all_inputs -no_clocks]
set_input_delay [expr $clk_period * $clk_io_pct] -clock clk0 $non_clock_inputs
set_output_delay [expr $clk_period * $clk_io_pct] -clock clk0 [all_outputs]
[./design.v]
`timescale 1ns / 1ps
module twos_complement_add_sub(X, Y, Cin, Cout, Ov, S);
input [15:0] X, Y;
input Cin;
output [15:0] S;
output Cout, Ov; 
wire [14:0]w;
wire [15:0]t;
xor xor0  (t[0],  Y[0],  Cin);
xor xor1  (t[1],  Y[1],  Cin);
xor xor2  (t[2],  Y[2],  Cin);
xor xor3  (t[3],  Y[3],  Cin);
xor xor4  (t[4],  Y[4],  Cin);
xor xor5  (t[5],  Y[5],  Cin);
xor xor6  (t[6],  Y[6],  Cin);
xor xor7  (t[7],  Y[7],  Cin);
xor xor8  (t[8],  Y[8],  Cin);
xor xor9  (t[9],  Y[9],  Cin);
xor xor10 (t[10], Y[10], Cin);
xor xor11 (t[11], Y[11], Cin);
xor xor12 (t[12], Y[12], Cin);
xor xor13 (t[13], Y[13], Cin);
xor xor14 (t[14], Y[14], Cin);
xor xor15 (t[15], Y[15], Cin);  
FA          f0           (X[0],  t[0],  Cin,   S[0],  w[0]);
FA          f1           (X[1],  t[1],  w[0],  S[1],  w[1]);
FA          f2           (X[2],  t[2],  w[1],  S[2],  w[2]);
FA          f3           (X[3],  t[3],  w[2],  S[3],  w[3]);
FA          f4           (X[4],  t[4],  w[3],  S[4],  w[4]);
FA          f5           (X[5],  t[5],  w[4],  S[5],  w[5]);
FA          f6           (X[6],  t[6],  w[5],  S[6],  w[6]);
FA          f7           (X[7],  t[7],  w[6],  S[7],  w[7]);
FA          f8           (X[8],  t[8],  w[7],  S[8],  w[8]);
FA          f9           (X[9],  t[9],  w[8],  S[9],  w[9]);
FA          f10          (X[10], t[10], w[9],  S[10], w[10]);
FA          f11          (X[11], t[11], w[10], S[11], w[11]);
FA          f12          (X[12], t[12], w[11], S[12], w[12]);
FA          f13          (X[13], t[13], w[12], S[13], w[13]);
FA          f14          (X[14], t[14], w[13], S[14], w[14]);
FA          f15          (X[15], t[15], w[14], S[15], Cout);
xor(Ov, Cout, S[14]);
endmodule
`timescale 1ns / 1ps
module BNE(X,Y,S,nEq);
input [15:0]X,Y;
output [15:0]S;
output nEq;
wire Cout, Ov_adders;
twos_complement_add_sub   Subtract    (X, Y,  1'b1, Cout, Ov_adders, S);
or(nEq,S[0],S[1],S[2],S[3],S[4],S[5],S[6],S[7],S[8],S[9],S[10],S[11],S[12],S[13],S[14],S[15]);
endmodule
`timescale 1ns / 1ps
module FA(a,b,cin,s, cout);
input a, b, cin;
output s, cout;
wire w1,w2,w3;
xor xor1(w1,a,b);
xor xor2(s,w1,cin);
and and1(w2,a,b);
and and2(w3,w1,cin);
or c_out (cout,w2,w3);
endmodule
==> flow_metrics.py <==
# Physical implementation metrics
metrics = {
    "critical_path": {
        "crit_chain": "clkdlybuf4s50_1 -> inv_1 -> ha_1 -> fa_1 -> fa_1 -> fa_1 -> fa_1 -> fa_1 -> fa_1 -> fa_1 -> fa_1 -> fa_1 -> fa_1 -> fa_1 -> fa_1 -> fa_1 -> fa_1 -> xor3_1 -> nor4_1 -> nand4_1 -> clkdlybuf4s50_1",
        "max_stage_delay_ps": 450,
        "crit_type": "in -> out",
        "crit_buf_inv": 3,
        "crit_arrival_ps": 9780,
        "crit_family": "adder cells",
        "critPathRequiredTime_ps": 10080,
        "end_kind": "output pin",
        "critPathMaxFanout": 2,
        "worstSetupStartpointType": "primary input",
        "crit_top_cell": "fa_1",
        "crit_slowest_cell": "clkdlybuf4s50_1",
    },
    "synth": {
        "yosysUniqueCellTypes": 7,
        "netlist_area_um2": 581,
        "synthTopCellsByCount": "inv_1 (30), buf_4 (16), fa_1 (14)",
        "syn_inst": 67,
        "yosysChipArea_um2": 581,
        "top_area_frac": 0.483,
        "top_cell": "inv_1",
        "syn_area_per_cell_um2": 8.67,
        "yosys.stat.seqShare": 0,
        "yosysCellCount": 67,
        "area_leaders": "fa_1 (48%), buf_4 (21%), inv_1 (19%)",
        "yosys.area.top_type": "fa_1",
        "yosys_warnings": 0,
    },
    "pwr": {
        "pwr_density_cell_nw_per_um2": 49.2,
        "seqPwrFrac": 0,
        "power_mw": 0.0498,
        "pwr-share-comb": 1.000,
        "power.internal_mw": 0.0341,
        "sw_frac_of_total": 0.314,
        "vdd_drop_max_mv": 0.0169,
        "leakagePower_nw": 0.480,
        "p_sw_mw": 0.0156,
        "clkPwrFrac": 0,
    },
    "final_layout": {
        "seq_area_um2": 0,
        "ff_count": 0,
        "clock_buffers": 0,
        "area_growth_pct": 74.1,
        "drive_gt1_frac": 0,
        "final_core_util": 0.274,
    },
    "clock_tree": {
        "ctsHoldBuffers": 0,
        "cts_setup_buffers": 0,
        "cts_resized": 0,
    },
    "run_status": {
        "outcome": "complete, no violations",
    },
    "drt": {
        "wl_um": 1750,
        "ant_nets": 0,
        "drc": 0,
        "vias": 480,
        "drt-initial-drc-count": 0,
        "wire_per_inst_um": 11.8,
        "dr.pass1.iters": 1,
        "routed_via_density": 3.24,
        "n_antenna_cell": 0,
    },
    "global_routing": {
        "grt_pass1_wl_um": 2730,
        "antenna_found_initial": 0,
        "grt_pass1_vias": 585,
        "grt_max_degree": 3,
        "overflow": 0,
        "grt_util_all_layers": 0.0528,
    },
    "timing": {
        "setup_viol": 0,
        "period_used_share": 0.976,
        "slew_viol_final": 0,
        "slew_headroom": 0.842,
        "finalCriticalPeriod_ps": 12300,
        "setup-tns-final_ps": 0,
        "tightest_slew_ps": 235,
        "clock.fmax_ghz": 0.0813,
        "rsz0062_at_grt": "false",
        "hold_violations": 0,
    },
    "flow_run": {
        "tool_warnings": 32,
        "cap_violations": 0,
    },
    "placed_design": {
        "io_buffers": 49,
        "gp_congestion": 0.777,
        "dp_hpwl_um": 1770,
    },
    "die": {
        "io_pins": 49,
        "core-area_um2": 3690,
        "die_h_um": 82,
        "die-area_um2": 6720,
        "rows": 22,
        "fp_util": 0.157,
        "die_w_um": 82,
    },
    "min_path": {
        "hold_path_class": "in -> out",
    },
}
## routing by layer
metal  vias to the layer above  track usage  part of all wire
met3                         0       0.0264              0.14
met1                       218       0.0637              0.40
met2                        28       0.0886              0.46
met4                         0            0                 0
li1                        234            -                 -
met5                         -            0                 0
## cell families after synthesis
family | count (synthesis) | share of synthesized area
XOR/XNOR | 1 | 0.0409
AND/OR/NAND/NOR | 5 | 0.0539
buffers and inverters | 46 | 0.401
adder cells (fa/ha/maj) | 15 | 0.504
## power by group through the flow
| stage | logic [mW] | clock network, mW | registers [mW] |
|---|---|---|---|
| 4_1_cts | 0.0520 | 0 | 0 |
| 5_1_grt | 0.0564 | 0 | 0 |
| 6_report | 0.0498 | 0 | 0 |
## final timing paths
path	start	to	slack, ps	cells after the start
worst max-delay path	X[0]	nEq	300	21
worst min-delay path	Y[0]	S[0]	6070	4
## placed cells by master, fill, tap and decap left out
| master | netlist | final |
|---|---|---|
| inv_1 | 30 | 30 |
| xor3_1 | 1 | 1 |
| ha_1 | 1 | 1 |
| nand4_1 | 4 | 4 |
| fa_1 | 14 | 14 |
| nor4_1 | 1 | 1 |
| clkdlybuf4s50_1 | 0 | 49 |
## through the flow
step / instance area, um^2 / hold slack (ps) / std cells / worst slack [ps]
after floorplan: 581 / 5210 / 67 / 1510
after global placement: 1010 / 6080 / 148 / 278
after detailed placement: 1010 / 6090 / 148 / 225
after CTS: 1010 / 6090 / 148 / 226
after global routing: 1010 / 6120 / 148 / 51.1
final: 1010 / 6070 / 148 / 301
## cell type report
cell class	instances	area, um^2
inverter	30	113
fill	406	2680
tap	48	60.1
timing repair buffer	49	490
multi-input combinational	21	348
## tightest hold or removal path, delay by kind of cell
family / cells / cell delay [ps]
fa+ha+maj: 1 / 140
buf+inv: 3 / 890
Power is estimated from default activity; no workload was simulated.
